==> ./run.sh <==
#!/bin/bash
# OpenROAD 26Q1-2900-gdf79404cd8, Yosys 0.63+post, stock flow scripts
make -C /OpenROAD-flow-scripts/flow DESIGN_CONFIG=/design/flow/config.mk WORK_HOME=/design/flow/orfs finish
==> ./config.mk <==
export PLATFORM = sky130hd
export DESIGN_NAME = flashfsm
export DESIGN_NICKNAME = flashfsm
export VERILOG_FILES = /design/flow/design.v
export SDC_FILE = /design/flow/constraint.sdc
export NUM_CORES = 4
export LEC_CHECK = 1
export CORE_UTILIZATION = 30
==> ./constraint.sdc <==
current_design flashfsm

set clk_period 3.1
set clk_io_pct 0.2

create_clock -name clk0 -period $clk_period [get_ports {CLK50MHZ}]

set non_clock_inputs [all_inputs -no_clocks]
set_input_delay [expr $clk_period * $clk_io_pct] -clock clk0 $non_clock_inputs
set_output_delay [expr $clk_period * $clk_io_pct] -clock clk0 [all_outputs]
==> ./design.v <==
`default_nettype none
module 
picoblaze_template
#(
parameter clk_freq_in_hz = 25000000
) (
			output logic [7:0]	led,
       input logic clk,
      input logic[7:0] input_data,
        output logic led_0,
        input interrupt
			     );
wire[9:0]  address;
wire[17:0]  instruction;
wire[7:0]  port_id;
wire[7:0]  out_port;
reg[7:0]  in_port;
wire  write_strobe;
wire  read_strobe;
wire  interrupt_ack;
wire  kcpsm3_reset;
reg[26:0] int_count;
reg event_1hz;
reg        lcd_rw_control;
reg[7:0]   lcd_output_data;
pacoblaze3 led_8seg_kcpsm
(
                  .address(address),
               .instruction(instruction),
                   .port_id(port_id),
              .write_strobe(write_strobe),
                  .out_port(out_port),
               .read_strobe(read_strobe),
                   .in_port(in_port),
                 .interrupt(interrupt),
             .interrupt_ack(interrupt_ack),
                     .reset(kcpsm3_reset),
                       .clk(clk));
 wire [19:0] raw_instruction;
	pacoblaze_instruction_memory 
	pacoblaze_instruction_memory_inst(
     	.addr(address),
	    .outdata(raw_instruction)
	);
	always @ (posedge clk)
	begin
	      instruction <= raw_instruction[17:0];
	end
    assign kcpsm3_reset = 0;                       
  always @ (posedge clk)
  begin
      if (int_count==(clk_freq_in_hz-1))  
		begin
         int_count <= 0;
         event_1hz <= 1;
      end else
		begin
         int_count <= int_count + 1;
         event_1hz <= 0;
      end
 end
 always @ (posedge clk)
 begin
    case (port_id[7:0])
        8'h0:    in_port <= input_data;
        default: in_port <= 8'bx;
    endcase
end
  always @ (posedge clk)
  begin
        if (write_strobe & port_id[7])   
          led <= out_port;
        if (write_strobe & port_id[6])   
          led_0 <= out_port;		      
  end
endmodule
module flashfsm (input logic CLK50MHZ, 
		input logic CLK22KHZ, 
	input logic flash_mem_readdatavalid, 
	input logic flash_mem_waitrequest, 
	input logic [31:0]flash_mem_readdata, 
	input logic reset, 
	input logic pause, 
	input logic direction, 
	output logic interrupt,
	output logic flash_mem_read,  
	output logic [3:0] flash_mem_byteenable,  
	output logic [15:0] data_out,   
	output logic [22:0] flash_mem_address);  
	logic fetchaddressenable;
	logic addressready;
	addressfsm U6 (.clock(CLK50MHZ),
					.reset(reset),
					.fetchaddressenable(fetchaddressenable),
					.direction(direction),
					.address_out(flash_mem_address),
					.addressready(addressready)
				);
parameter wait1 = 13'b0_0000_0000_0000;
parameter determine_address = 13'b0_0000_0000_0001;
parameter wait_request = 13'b0_0001_0000_0000;
parameter address_fetched = 13'b0_0010_0000_0000;
parameter read_state = 13'b0_0000_1011_1110;
parameter outputLSB = 13'b0_0011_0000_0000; 
parameter outputMSB =13'b0_0000_0100_0000; 
parameter outputLSBlow = 13'b0_0100_0000_0000; 
parameter outputMSBlow =13'b0_0001_0100_0000; 
parameter interrupt1 = 13'b1_0000_0000_0000;
parameter interrupt5 = 13'b1_0001_0100_0000;
parameter interrupt2 = 13'b1_1001_0000_0000;
parameter interrupt6 = 13'b1_0010_0100_0000;
parameter interrupt3 = 13'b1_0011_0000_0000;
parameter interrupt7 = 13'b1_0011_0100_0000;
parameter interrupt4 = 13'b1_0100_0000_0000;  
parameter interrupt8 = 13'b1_0100_0100_0000;
logic [12:0] state;
				always_ff @ (posedge CLK50MHZ or posedge reset) begin
					if (reset) state <= wait1;
					else begin
						case (state)
							wait1: if (pause) state <= wait1;					
									else state <= determine_address;		
							determine_address: if (flash_mem_waitrequest) state <= wait_request;
													else if (addressready)
														state <= address_fetched;
													else state <= determine_address;
							wait_request: if (~flash_mem_waitrequest & addressready)  
												state <= address_fetched;
										else state <= wait_request;
							address_fetched: state <= read_state;
							read_state: if (flash_mem_readdatavalid)  
											state <= outputLSB;
											else state <= read_state;
							outputLSB: if(CLK22KHZ) state <= interrupt1;  
										else state <= outputLSB;
								interrupt1: state <= interrupt2;	
								interrupt2: state <= outputMSB;	
							outputMSB: if(CLK22KHZ) state <= interrupt5;  
							else state <= outputMSB;
							interrupt5: state <= interrupt6;
							interrupt6: state <= wait1;
							default: state <= wait1;
						endcase
					end
				end
	assign interrupt = state[12];
	logic [31:0] splitdata;
	logic dataenable, counter;
	always_ff @(posedge dataenable)
	splitdata <= flash_mem_readdata; 
	always_comb begin
			flash_mem_byteenable <= state[5:2];  
			flash_mem_read <= state[1];
			fetchaddressenable <= state[0];
			dataenable <= state[7];
			counter <= state[6];   
	end
logic [15:0] MSBdata,LSBdata;	
assign MSBdata = splitdata[31:16];   
assign LSBdata = splitdata[15:0];
assign data_out = (direction)? ((counter)? MSBdata: LSBdata) : ((counter)? LSBdata:MSBdata);  
endmodule
	  module addressfsm (input logic clock, 
						input logic reset, 
						input logic fetchaddressenable,
						input logic direction, 
						output logic[22:0] address_out, 
						output logic addressready
						);
						logic [1:0] state=2'b0;
						logic [22:0] nextaddress = 23'h0;
						logic send, next;
						parameter MAXADDRESS = 23'h7FFFF;
						parameter STARTADDRESS = 23'h0;
						parameter idle = 2'b00;
						parameter send_address = 2'b01;
						parameter next1 = 2'b10;
						parameter ready = 2'b11;
						always_ff @(posedge clock, posedge reset) begin
							if(reset)
								state = idle;                        
							else
								case (state)                         
									idle: begin
											send <=1'b0; 
											next <=1'b0; 
											addressready <=1'b0; 
											if (fetchaddressenable)
											state <= send_address;   
												else
											state <= idle;
									end
								send_address :begin state <= next1;       
													send <=1'b1;
								end
								next1: begin state <= ready;               
											send <= 1'b0;
											next <= 1'b1;
								end
								ready:begin state <= idle;  
											addressready<= 1'b1;
											next <=1'b0;              
								end
							endcase                                  
						end                                          
						always_ff @(posedge send)   
						address_out <= nextaddress;
					always_ff @(posedge next, posedge reset) begin   
					  if (reset)
							nextaddress <= STARTADDRESS;
							else if (direction)                        
							begin
								 if (address_out == MAXADDRESS)
									 nextaddress <= STARTADDRESS;    
								 else
									  nextaddress <= nextaddress + 23'h1;   
							end
							else if (!direction) begin                  
								 if (address_out == STARTADDRESS)
												 nextaddress <= MAXADDRESS;  
								 else
												 nextaddress <= nextaddress - 23'h1;  
							end
					  end                                            
	  endmodule 
==> summary.txt <==
impl run done, here's what came out: status completed, postcts setup bufs 0, DR iter-0 viols 146, pwr dens approximately 370 nW/um2, cts repair resizes 0, GRT overflow 0, mux share 0.0518, Clock Power Share 0.143, antenna violations before repair 0, Synth Flop Type dfxtp_1, Dominant cell area share 0.283, post-DP HPWL 6690 um, fp_density 0.308, global-route wire length before repair 14,500 um, final WL 8910 um, Tmin final about 2.9 ns, NetSw 544 uW, routability congestion estimate about 0.86, final number of setup-violating endpoints 0, leading area contributor after synthesis dfxtp_1, Cell Area, Synth 3890 um2, P_int 1260 uW, Setup CP Type primary input to output port, Peak supply drop 0.000265 V, # diodes 0, crit-path max FO 16, arrival time worst endpoint 2.30 ns, Async S/R FF share, synth 0.356, and+or+nand+nor area frac 0.191, share of cells above drive strength 1 0.0907, Tcrit/Tclk final 0.941, capturing element type of the critical path output port, I/O Buffers 83, top cells, area dfxtp_1 28%, dfrtp_1 21%, mux2_2 4.9%, Hold Fails Final Rpt 0, Yosys chip area 3890 um2, Vias per Instance slightly above 5, Top non-seq family simple AND/OR/NAND/NOR gates, Clock Path Buffers 2, drt pass-1 iters 5, Post-Synthesis Cells 373, Yosys warnings 2, leakage power 0.00188 uW, FA/HA/MAJ Cells, Area Fraction 0.0193, CTS buffer count 3, Synth cell types 68, Gate power share 0.323, Ports about 84, die height 116 um, vias in the first global route ~2.8k, Die X about 120 um, Fill cells 1,224, via count 3,127, Final ANT Viol Nets 0, count of endpoints without a timing constraint roughly 100, max cap viols 0, CTS H-Tree Depth 1, syn_area_per_cell 10.4 um2, Rows 41, dominant cell by count in the synthesized netlist dfxtp_1, WP data required 2.48 ns, count of library flops with an enable pin 3, routed length per instance 14.5 um, drc violations 0, Yosys Instances 373, Compound-Gate Fraction of Synth Area 0.160, WHS around 0.58 ns, # hold bufs at CTS 0, Synth top cells by count 55 x dfxtp_1, 32 x dfrtp_1, 24 x nor2_1, 19 x nand2_1, 17 x mux2_2, clk latency of the worst-skew pair approximately 0.24 ns, pin count of the biggest net entering global routing 38, Fmax between 0.3 and 0.4 GHz, CTS root buf clkbuf_16, Area growth syn-to-layout 26.9%, element type at the critical path start primary input, power share of the sequential group 0.534, Die Size around 13,000 um2, core area 12,600 um2, clock-pin slew on the worst setup and hold paths 0.04 ns, worst slew pin tran 0.847 ns, clock skew 0.00245 ns, OpenROAD warnings 29, sw frac 0.302, Final Max Tran Viols 0, CTS tree built, TNS Setup 0 ns, share of the yosys chip area belonging to registers 0.512, Rel. slew slack 0.433, Post-Synth XOR/XNOR Area 0.0180, Synth flops 90, Hold Crit Class flop to flop, All-Layer GR Usage 0.137, RSZ-0062 raised after global routing false, register pins left without a clock between 70 and 80
## state kept, by name, indices dropped and copies added, names as in the netlist
signal	cells
U6.address_out	23
U6.addressready	1
U6.next	1
U6.nextaddress	23
U6.send	1
U6.state	2
splitdata	32
state	7
## worst max-delay path: stages
cell             delay, ns
clkdlybuf4s50_1       0.50
xor2_1                0.15
buf_4                 0.25
mux2_2                0.36
clkdlybuf4s50_1       0.42
## per-stage QoR
stage	util	setup slack [ns]	instance area [um2]	power, uW	cells
6_report	0.391	0.182	4940	1800	613
5_1_grt	0.391	0.104	4940	1930	613
4_1_cts	0.391	0.156	4940	1820	613
3_5_place_dp	0.384	0.161	4850	1550	609
3_3_place_gp	0.384	0.208	4850	1540	609
2_1_floorplan	-	0.611	3890	1250	373
## placed cells by master (no fill, tap or decap), types with 3 or more instances in the layout
cell / synthesis / final
a211oi_1: 6 / 6
a21oi_1: 12 / 12
a221oi_1: 3 / 3
a311o_1: 4 / 4
a31oi_1: 5 / 5
and3_1: 5 / 5
buf_4: 4 / 5
clkbuf_16: 0 / 3
clkdlybuf4s50_1: 0 / 83
dfrtp_1: 32 / 32
dfxtp_1: 55 / 55
edfxtp_1: 3 / 3
ha_1: 6 / 6
inv_1: 15 / 15
mux2_2: 17 / 17
nand2_1: 19 / 19
nand3_1: 14 / 14
nand3b_1: 3 / 3
nand4_1: 14 / 14
nor2_1: 24 / 24
nor3_1: 8 / 8
nor4_1: 8 / 8
nor4_2: 4 / 4
o211ai_1: 4 / 4
o21a_1: 3 / 3
o21ai_0: 10 / 10
o221a_2: 3 / 3
o221ai_1: 4 / 4
o22ai_1: 7 / 7
o31ai_1: 4 / 4
or3_1: 4 / 4
or4_4: 3 / 3
xnor2_1: 4 / 4
xor2_1: 4 / 4
## kinds of logic (layout without fill, tap and decap cells)
group / after synthesis / count (layout)
xor gates and xnor gates: 8 / 8
muxes: 18 / 18
buffers and inverters: 40 / 108
AOI/OAI and AO/OA: 85 / 85
DFF: 90 / 90
and+or+nand+nor: 126 / 126
adders and majority gates: 6 / 6
## area by class of cell
| cell class | count | area [um2] | share of cell area |
|---|---|---|---|
| Sequential cell | 90 | 1990 | 0.403 |
| Multi-Input combinational cell | 243 | 1720 | 0.347 |
| Timing Repair Buffer | 88 | 868 | 0.176 |
| Tap cell | 172 | 215 | 0.0436 |
| Clock buffer | 4 | 88.8 | 0.0180 |
| Inverter | 16 | 60.1 | 0.0122 |
## path summary, 6_finish.rpt
check,depth (start not counted),to,from,slack (ns)
max,5,data_out[9],direction,0.18
min in group asynchronous,2,U6.state[0]$_DFF_PP0_,reset,0.69
max reg2reg,5,state[9]$_DFF_PP0_,state[6]$_DFF_PP0_,1.16
min reg2reg,1,state[9]$_DFF_PP0_,U6.addressready$_DFFE_PP_,0.58
max in group asynchronous,3,state[6]$_DFF_PP0_,reset,1.79
min,1,state[9]$_DFF_PP0_,U6.addressready$_DFFE_PP_,0.58
## power groups by stage
stage         registers [uW]  clock network [uW]  logic [uW]
CTS                      970                 262         590
global route            1000                 270         656
finish                   963                 258         583
## routing by layer
layer  global-route usage  vias up  wire (um)
li1                     -     1534          -
met1                0.211     1504       4140
met2                0.226       83       4360
met3              0.00586        6        341
met4               0.0128        0         68
met5                    0        -          0
Power is estimated from default activity; no workload was simulated.
