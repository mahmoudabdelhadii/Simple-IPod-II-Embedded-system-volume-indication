--- flow/config.mk ---
export PLATFORM = sky130hd
export DESIGN_NAME = blockram
export DESIGN_NICKNAME = blockram
export VERILOG_FILES = /design/flow/design.v
export SDC_FILE = /design/flow/constraint.sdc
export NUM_CORES = 4
export LEC_CHECK = 1
export CORE_UTILIZATION = 30
export SYNTH_MEMORY_MAX_BITS = 65536
--- flow/constraint.sdc ---
current_design blockram

set clk_period 50.9
set clk_io_pct 0.2

create_clock -name clk0 -period $clk_period [get_ports {clk}]

set non_clock_inputs [all_inputs -no_clocks]
set_input_delay [expr $clk_period * $clk_io_pct] -clock clk0 $non_clock_inputs
set_output_delay [expr $clk_period * $clk_io_pct] -clock clk0 [all_outputs]
--- flow/design.v ---
`default_nettype none
module 
picoblaze_template
#(
parameter clk_freq_in_hz = 25000000
) (
			output logic [7:0]	led,
       input logic clk,
      input logic[7:0] input_data,
        output logic led_0,
        input interrupt
			     );
wire[9:0]  address;
wire[17:0]  instruction;
wire[7:0]  port_id;
wire[7:0]  out_port;
reg[7:0]  in_port;
wire  write_strobe;
wire  read_strobe;
wire  interrupt_ack;
wire  kcpsm3_reset;
reg[26:0] int_count;
reg event_1hz;
reg        lcd_rw_control;
reg[7:0]   lcd_output_data;
pacoblaze3 led_8seg_kcpsm
(
                  .address(address),
               .instruction(instruction),
                   .port_id(port_id),
              .write_strobe(write_strobe),
                  .out_port(out_port),
               .read_strobe(read_strobe),
                   .in_port(in_port),
                 .interrupt(interrupt),
             .interrupt_ack(interrupt_ack),
                     .reset(kcpsm3_reset),
                       .clk(clk));
 wire [19:0] raw_instruction;
	pacoblaze_instruction_memory 
	pacoblaze_instruction_memory_inst(
     	.addr(address),
	    .outdata(raw_instruction)
	);
	always @ (posedge clk)
	begin
	      instruction <= raw_instruction[17:0];
	end
    assign kcpsm3_reset = 0;                       
  always @ (posedge clk)
  begin
      if (int_count==(clk_freq_in_hz-1))  
		begin
         int_count <= 0;
         event_1hz <= 1;
      end else
		begin
         int_count <= int_count + 1;
         event_1hz <= 0;
      end
 end
 always @ (posedge clk)
 begin
    case (port_id[7:0])
        8'h0:    in_port <= input_data;
        default: in_port <= 8'bx;
    endcase
end
  always @ (posedge clk)
  begin
        if (write_strobe & port_id[7])   
          led <= out_port;
        if (write_strobe & port_id[6])   
          led_0 <= out_port;		      
  end
endmodule
module blockram(
	clk, rst,
	enb, wen, addr, din, dout
);
parameter width = 8, depth = 10, size = 1<<depth;
input clk, rst, enb, wen;
input [depth-1:0] addr;
input [width-1:0] din;
output reg [width-1:0] dout;
reg [width-1:0] ram[0:size-1];
always @(posedge clk)
	if (rst) dout <= 'hx;  
	else if (enb)
		if (wen) ram[addr] <= din;
		else dout <= ram[addr];
endmodule
--- flow/run.sh ---
#!/bin/bash
# OpenROAD 26Q1-2900-gdf79404cd8, Yosys 0.63+post, stock flow scripts
make -C /OpenROAD-flow-scripts/flow DESIGN_CONFIG=/design/flow/config.mk WORK_HOME=/design/flow/orfs finish
==> flow_summary.yaml <==
# generated from flow reports
sta:
  min_period_ps: 16930
  max_freq_mhz: 59.1
  setup_tns_ps: 0
  fin_skew_ps: 71.1
  rsz_0062_raised_after_global_routing: "no"
  final.period_utilization: 0.333
  setup_viol_count_final: 0
  worstMarginPinSlew_ps: 1360
  slew_headroom: 0.0888
  final-hold-violation-count: 0
  final_max_slew_viol_count: 0
flow_run:
  max_cap_violations: 0
  warning_count: 56
route:
  drt_pre_antenna_iters: 5
  detail_route.wl_per_cell_um: 28.2
  detailroute.via_count: 163000
  post_drt_via_cell_ratio: 5.04
  drt_iter0_markers: 11400
  drc: 0
  finalWirelength_um: 909000
  postRouteAntennaNets: 0
die:
  fp_util: 0.301
  placement_rows: 377
  core_region_area_um2: 1050000
  die_boundary_height_um: 1030
  die-area_um2: 1060000
  die_width_um: 1030
  floorplan.io_pins: 30
clock_network:
  htree_levels: 6
  postCtsSetupRepairBufs: 0
  clock_insertion_delay_worst_skew_ps: 1140
  cts-root-buf: "sky130_fd_sc_hd__clkbuf_16"
  clkSinkCount: 8200
  numCtsBuffers: 810
  clock_tree_from_tritoncts: "yes"
  post_cts_resized: 0
  clk_pin_slew_ps: 60
  hold_fix_buffers_at_cts: 0
  ctsLongestPathBuffers: 4
setup_path:
  maximum_net_fanout_on_the_critical_path: 71
  timing.critical_path.required_ps: 51770
  setup.reg_to_reg.worst_slack_ps: 46950
  crit_path_start_kind: "primary input"
  worstPathArrival_ps: 17800
  critPathKind: "in2reg"
  crit_path_end_kind: "flop"
synthesis:
  syn-mean-instance-area_um2: 18.9
  ys_seq_share: 0.778
  edff_count_synth: 8200
  numSynthFlops: 8200
  synth_cells: 16800
  yosysTopAreaCellShare: 0.778
  synthXorXnorAreaFrac: 0
  synthSimpleGateAreaFrac: 0.0310
  ys_top_logic_family: "multiplexers"
  yosys-top-cells-area: "sky130_fd_sc_hd__edfxtp_1 (78%), sky130_fd_sc_hd__mux2i_1 (8.5%), sky130_fd_sc_hd__mux4_2 (4.9%)"
  synth_top_cell_by_area: "sky130_fd_sc_hd__edfxtp_1"
  ys_warn_count: 1
  synth_adder_area_share: 0
  synth-area-yosys_um2: 317000
  synth_stat.cells: 16800
  mux_area_frac: 0.136
  synthesis.area_um2: 317000
  synth.distinct_cells: 77
  synthFlopType: "sky130_fd_sc_hd__edfxtp_1"
  async_flop_share: 0
  synth_compound_gate_area_share: 0.0384
layout:
  layout-drive-gt1-share: 0.146
  syn_to_final_growth_pct: 14.2
  filler_cell_count: 97000
placement:
  port-buffer-count: 29
  dp_hpwl_um: 567000
  globalplace.congestion: 0.908
grt:
  track_usage: 0.180
  grt_pass1_vias: 172000
  grt_antenna_before_repair: 84
  globalRouteOverflowTotal: 0
  grt_max_degree: 146
  grt_first_pass_wirelength_um: 1280000
pwr:
  report.power.total_mw: 13.7
  total_leakage_power_nw: 116
  power.ir.vdd_worst_v: 0.0000358
  power.density_nw_per_um2: 37.8
outcome:
  run_status: "completed"
hold_path:
  min_path_type: "reg2reg"
-- state kept, by name (all words and copies together), names as in the netlist --
signal,cells
dout,8
ram,8192
-- cell type report --
class | instances | area [um^2] | share of cell area
diodes | 282 | 706 | 0.00195
clock buffers | 1008 | 21100 | 0.0584
clock inverters | 474 | 3750 | 0.0104
inverters | 3 | 11.3 | 0.0000312
multi-input cells | 7499 | 65600 | 0.182
flip-flops and latches | 8200 | 246000 | 0.681
well taps | 14000 | 17500 | 0.0486
repair buffers | 783 | 6380 | 0.0176
-- cells in the mapped netlist (7+ instances only) --
library cell and instances:
sky130_fd_sc_hd__edfxtp_1 8200, sky130_fd_sc_hd__mux2i_1 2701, sky130_fd_sc_hd__nor2_1 1301, sky130_fd_sc_hd__o22ai_1 1130, sky130_fd_sc_hd__mux4_2 694, sky130_fd_sc_hd__buf_2 480
sky130_fd_sc_hd__clkbuf_1 425, sky130_fd_sc_hd__nand2_1 249, sky130_fd_sc_hd__nor4_1 241, sky130_fd_sc_hd__o21ai_0 214, sky130_fd_sc_hd__a22oi_1 181, sky130_fd_sc_hd__nand3_1 145
sky130_fd_sc_hd__nor3_1 145, sky130_fd_sc_hd__buf_1 96, sky130_fd_sc_hd__a211oi_1 70, sky130_fd_sc_hd__a31oi_1 56, sky130_fd_sc_hd__a22o_1 36, sky130_fd_sc_hd__buf_4 36
sky130_fd_sc_hd__buf_6 34, sky130_fd_sc_hd__nand4_1 32, sky130_fd_sc_hd__o2111ai_1 25, sky130_fd_sc_hd__a21oi_1 21, sky130_fd_sc_hd__mux2_2 20, sky130_fd_sc_hd__o211ai_1 19
sky130_fd_sc_hd__or3_1 18, sky130_fd_sc_hd__o221ai_1 15, sky130_fd_sc_hd__nand3b_1 12, sky130_fd_sc_hd__o21a_1 12, sky130_fd_sc_hd__a311oi_1 9, sky130_fd_sc_hd__and3_1 9
sky130_fd_sc_hd__nand4b_1 9, sky130_fd_sc_hd__a2111oi_0 8, sky130_fd_sc_hd__mux4_1 8, sky130_fd_sc_hd__a221oi_2 7, sky130_fd_sc_hd__a32o_1 7, sky130_fd_sc_hd__and4b_1 7
sky130_fd_sc_hd__clkbuf_8 7, sky130_fd_sc_hd__o22a_1 7, sky130_fd_sc_hd__o31ai_1 7
-- cells in the final DEF (no fill, tap or decap), types with 11 or more instances in the layout --
master                            count
sky130_fd_sc_hd__a22o_1              36
sky130_fd_sc_hd__mux2i_1           2701
sky130_fd_sc_hd__nand4_1             32
sky130_fd_sc_hd__a31oi_1             55
sky130_fd_sc_hd__or3_1               18
sky130_fd_sc_hd__o211ai_1            19
sky130_fd_sc_hd__nand3_1            145
sky130_fd_sc_hd__inv_16              15
sky130_fd_sc_hd__mux4_2             694
sky130_fd_sc_hd__edfxtp_1          8200
sky130_fd_sc_hd__clkinv_2           119
sky130_fd_sc_hd__nand3b_1            12
sky130_fd_sc_hd__bufinv_16           31
sky130_fd_sc_hd__nand2_1            217
sky130_fd_sc_hd__buf_12              28
sky130_fd_sc_hd__nor2_1            1297
sky130_fd_sc_hd__clkdlybuf4s50_1     11
sky130_fd_sc_hd__clkinv_16           22
sky130_fd_sc_hd__nor3_1             143
sky130_fd_sc_hd__a211oi_1            58
sky130_fd_sc_hd__clkbuf_16          815
sky130_fd_sc_hd__nand2_4             32
sky130_fd_sc_hd__nor4_1             241
sky130_fd_sc_hd__a22oi_1            181
sky130_fd_sc_hd__o21a_1              12
sky130_fd_sc_hd__o21ai_0            214
sky130_fd_sc_hd__clkbuf_1           193
sky130_fd_sc_hd__o22ai_1           1130
sky130_fd_sc_hd__o221ai_1            15
sky130_fd_sc_hd__diode_2            282
sky130_fd_sc_hd__mux2_2              20
sky130_fd_sc_hd__o2111ai_1           25
sky130_fd_sc_hd__a21oi_1             17
sky130_fd_sc_hd__a211oi_2            18
sky130_fd_sc_hd__clkinv_1           259
sky130_fd_sc_hd__buf_4              726
-- kinds of logic (layout without fill, tap and decap cells) --
logic type	after synthesis	in the layout
flip-flops	8200	8200
AND/OR/NAND/NOR	2218	2218
buffers and inverters	1088	2268
other	0	282
multiplexers	3423	3423
AND-OR/OR-AND	1858	1858
-- final timing paths --
kind | startpoint | to | depth (start not counted)
max reg2reg | ram[618][7]$_DFFE_PP_ | dout[7]$_DFFE_PP_ | 8
max | addr[1] | dout[7]$_DFFE_PP_ | 16
min reg2reg | ram[836][5]$_DFFE_PP_ | dout[5]$_DFFE_PP_ | 7
min | ram[836][5]$_DFFE_PP_ | dout[5]$_DFFE_PP_ | 7
-- through the flow --
step                      hold slack, ps  cells  worst slack, ps  utilization  area, um^2
after floorplan                      853  16800            38020            -      317000
after global placement              1140  30500            32790        0.319      336000
after detailed placement            1170  30500            32870        0.319      336000
after CTS                           1200  32000            34100        0.343      361000
after global routing                1260  32100            33760        0.343      361000
final                               1190  32300            33970        0.343      361000
-- routing by layer --
metal,GRT usage,vias up,share of wire
met1,0.187,81800,0.31
li1,-,69700,-
met5,0.00814,-,0.0025
met4,0.0740,105,0.050
met3,0.154,1695,0.18
met2,0.261,9501,0.45
-- power breakdown --
part	switching, mW	total [mW]	internal, mW
combinational	0.421	0.599	0.179
clock	2.53	5.64	3.10
sequential	0.00477	7.44	7.43
total	2.96	13.7	10.7
-- worst max-delay path, cell delays in order --
cell,delay (ps)
sky130_fd_sc_hd__buf_16,300
sky130_fd_sc_hd__buf_4,550
sky130_fd_sc_hd__buf_4,610
sky130_fd_sc_hd__buf_4,620
sky130_fd_sc_hd__buf_4,570
sky130_fd_sc_hd__buf_4,540
sky130_fd_sc_hd__buf_4,570
sky130_fd_sc_hd__buf_4,590
sky130_fd_sc_hd__buf_4,620
sky130_fd_sc_hd__mux2i_1,260
sky130_fd_sc_hd__o22ai_1,130
sky130_fd_sc_hd__nor4_1,400
sky130_fd_sc_hd__nand3_1,280
sky130_fd_sc_hd__nand4_1,400
sky130_fd_sc_hd__o211ai_1,300
sky130_fd_sc_hd__or4_1,570
Power is estimated from default activity; no workload was simulated.
